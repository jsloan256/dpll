--- flow/run.sh ---
#!/bin/bash
# OpenROAD 26Q1-2900-gdf79404cd8, Yosys 0.63+post, stock flow scripts
make -C /OpenROAD-flow-scripts/flow DESIGN_CONFIG=/design/flow/config.mk WORK_HOME=/design/flow/orfs finish
--- flow/config.mk ---
export PLATFORM = sky130hd
export DESIGN_NAME = dpll
export DESIGN_NICKNAME = dpll
export VERILOG_FILES = /design/flow/design.v
export SDC_FILE = /design/flow/constraint.sdc
export NUM_CORES = 4
export LEC_CHECK = 1
export CORE_AREA = 10 10 110 110
export DIE_AREA = 0 0 120 120
--- flow/constraint.sdc ---
current_design dpll

set clk_period 5.2
set clk_io_pct 0.2

create_clock -name clk0 -period $clk_period [get_ports {clk}]

set non_clock_inputs [all_inputs -no_clocks]
set_input_delay [expr $clk_period * $clk_io_pct] -clock clk0 $non_clock_inputs
set_output_delay [expr $clk_period * $clk_io_pct] -clock clk0 [all_outputs]
--- flow/design.v ---
`timescale 1ns / 1ps
module dpll
(
   input clk,               
   input reset,             
   input clk_fin,           
   output reg clk_fout,     
   output reg clk8x_fout    
);
   reg k_count_enable = 0;
   reg [7:0] k_count;
   reg k_count_down = 1;       
   reg k_count_borrow = 0;
   reg k_count_carry = 0;
   reg id_increment = 0;
   reg id_decrement = 0;
   reg id_increment_done = 0;
   reg id_decrement_done = 0;
   reg id_out = 0;
   reg [6:0] n_count;
   always@(*) begin
      k_count_enable = clk_fin ^ clk_fout;
   end
   always@(posedge clk) begin
      if (reset == 1'b1) begin
         k_count <= 0;
      end
      else if (k_count_enable == 1) begin
         if (k_count_down == 0) begin
            k_count <= k_count + 1;
            if (k_count == 16'hFF) begin
               k_count_carry <= 1;
            end
            else begin
               k_count_carry <= 0;
            end
         end
         else begin
            k_count <= k_count - 1;
            if (k_count == 16'h00) begin
               k_count_borrow <= 1;
            end
            else begin
               k_count_borrow <= 0;
            end
         end
      end
      else begin
         k_count_carry <= 0;
         k_count_borrow <= 0;
      end
   end
   always@(posedge clk) begin
      if (reset == 1'b1) begin
         id_increment <= 0;
      end
      else if ((id_increment == 0) && (k_count_carry == 1)) begin
         id_increment <= 1;
      end
      else if (id_increment_done == 1) begin
         id_increment <= 0;
      end
   end
   always@(posedge clk) begin
      if (reset == 1'b1) begin
         id_decrement <= 0;
      end
      else if ((id_decrement == 0) && (k_count_borrow == 1)) begin
         id_decrement <= 1;
      end
      else if (id_decrement_done == 1) begin
         id_decrement <= 0;
      end
   end
   always@(posedge clk) begin
      if (reset == 1'b1) begin
         id_out <= 0;
         id_increment_done <= 0;
         id_decrement_done <= 0;
      end
      else if (id_out == 0) begin
         if (id_decrement == 1) begin
            id_out <= 0;
            id_decrement_done <= 1;
         end
         else begin
            id_out <= 1;
            id_decrement_done <= 0;
         end
      end
      else if (id_out == 1) begin
         if (id_increment == 1) begin
            id_out <= 1;
            id_increment_done <= 1;
         end
         else begin
            id_out <= 0;
            id_increment_done <= 0;
         end
      end
   end
   always@(posedge clk) begin
      if (reset == 1'b1) begin
         n_count <= 0;
      end
      else if (id_out == 1) begin
         n_count <= n_count + 1;
      end
   end
   always@(*) begin
      clk_fout       = n_count[6];
      clk8x_fout     = n_count[3];
      k_count_down   = !n_count[5];
   end
endmodule
interface dpll_if ();
   logic clk;               
   logic reset;             
   logic clk_fin;           
   logic clk_fout;          
   logic clk8x_fout;        
endinterface
==> out/qor.rpt <==
RUN STATUS
-------------------------------------------------------------------------------------
Result of the run                                                        finished clean

SETUP PATH
-------------------------------------------------------------------------------------
Critical Path AT                                                              2950 ps
Crit Path Category                                                             in2reg
Critical path's slowest cell                                             sky130_fd_sc_hd__xor2_1
Worst setup path startpoint                                                   clk_fin
Kind of start point of the critical path                                 primary input
Register-to-Register Setup Slack                                              3030 ps
Delay of the slowest cell on the worst path                                    680 ps
Cell count along the critical path                                                  6
Buffer-and-inverter tally for the worst setup path                                  1
Worst path cell trace                                                    clkdlybuf4s50_1 > xor2_1 > nand3_1 > a21o_1 > a31o_1 > a21oi_2
Worst-path maximum fanout                                                          12
CP Data Required Time                                                         5410 ps
Crit-path leading delay family                                           XOR/XNOR gates
Crit Reg-Reg Startpoint                                                    n_count[5]
Critical Path End                                                          k_count[7]
Number of cells on the worst reg-to-reg path                                        7
Endpoint of the worst register-to-register path                            k_count[7]
Kind of capture point of the worst setup path                                    flop

TIMING
-------------------------------------------------------------------------------------
Smallest hold slack                                                            486 ps
Unrepaired setup endpoints after global routing                                 false
Final Skew                                                                    3.01 ps
Transition at the pin with the smallest max-transition slack                   895 ps
Final setup vio count                                                               0
Post-Route Setup TNS                                                             0 ps
Achievable clock frequency                                                    365 MHz
Period utilization                                                              52.7%
Final min period                                                              2740 ps
Number of hold violations in the final report                                       0
Rel. slew slack                                                                 39.9%
Final worst slack                                                             2460 ps
Max-slew violations                                                                 0

FLOW RUN
-------------------------------------------------------------------------------------
Stage-log warning count                                                            25
MaxCap Viol Count                                                                   0

CLOCK TREE
-------------------------------------------------------------------------------------
Number of setup buffers added after CTS                                             0
Hold buffer count at cts                                                            0
Sink Count                                                                         22
# resized after CTS                                                                 0
TritonCTS clock tree                                                             done
CTS Buf Count                                                                       3
Count of H-tree levels built during CTS                                             1
Maximum buffer depth of the clock tree                                              2
Clock Pin Slew Worst Setup and Hold Paths                                       80 ps
Worst-Skew Late Latency                                                        260 ps
Root buffer selected by CTS                                              sky130_fd_sc_hd__clkbuf_8

LOGIC SYNTHESIS
-------------------------------------------------------------------------------------
Post-synthesis async set-or-reset flop share                                       0%
Count of instantiated cells in the yosys netlist                                  131
Sequential-to-total area share from yosys stat                                  39.8%
Cell count after synthesis                                                        131
Cell area after technology mapping                                           1160 um2
Syn_area_per_cell                                                            8.83 um2
Post-synthesis chip area from yosys                                          1160 um2
Count of library flops with an enable pin                                           2
Distinct lib cells used                                                            34
Ys flop type                                                             sky130_fd_sc_hd__dfxtp_1
Count of state elements after synthesis                                            22
Total number of yosys warnings                                                      1

GRT
-------------------------------------------------------------------------------------
Pin count of the biggest net entering global routing                               25
Number of antenna violations at the first check in global routing                   0
Overflow after GRT                                                                  0
Vias in the first global route                                                    894
First-pass GRT wire length                                                    4000 um
Overall Global Routing Usage                                                    3.25%

MIN PATH
-------------------------------------------------------------------------------------
Worst hold path class                                                         reg2reg

DETAILED ROUTING
-------------------------------------------------------------------------------------
Count of inserted antenna diode cells                                               0
Aggregate routed wire length                                                  2200 um
Post-detailed-route DRC marker count                                                0
Post-DR wirelength/cell                                                       8.21 um
DRT antenna net count                                                               0
Number of DRC markers after the initial detailed-route iteration                   98
Drt pass-1 iters                                                                    4
Total vias in the final route                                                     905
Mean number of vias per cell                                                     3.38

PWR
-------------------------------------------------------------------------------------
Overall power consumption                                                  0.000445 W
Power per Cell Area                                                        314 nW/um2
Maximum vdd drop                                                           0.000106 V
Total leakage power                                                          0.481 nW

FLOORPLAN
-------------------------------------------------------------------------------------
Site Rows                                                                          36
Width of the die                                                               120 um
Number of top-level pins                                                            5
Starting density of the core                                                    11.8%
Die height                                                                     120 um
Die footprint                                                               14400 um2
CORE AREA                                                                    9770 um2

FINAL LAYOUT
-------------------------------------------------------------------------------------
Most frequent standard cell in the layout excluding fill and tap cells   sky130_fd_sc_hd__dfxtp_1
Syn-to-layout area delta                                                        22.5%
Most common logic cells in the final layout                              sky130_fd_sc_hd__dfxtp_1, sky130_fd_sc_hd__nor2_1, sky130_fd_sc_hd__nand2_1
Fraction of layout cells with a size suffix above 1                             5.93%

PLACE
-------------------------------------------------------------------------------------
RD Place Congestion                                                             0.802
Quantity of I/O buffers inserted on ports                                           4
Post-placement worst setup slack                                              2250 ps
Final HPWL from detailed placement                                            1560 um

[cells in the mapped netlist (3+ instances only)]
| master | n | area (um2) |
|---|---|---|
| sky130_fd_sc_hd__xnor2_1 | 4 | 35.0 |
| sky130_fd_sc_hd__or3_1 | 3 | 18.8 |
| sky130_fd_sc_hd__nand2_1 | 10 | 37.5 |
| sky130_fd_sc_hd__inv_1 | 4 | 15.0 |
| sky130_fd_sc_hd__nor3_1 | 4 | 20.0 |
| sky130_fd_sc_hd__o21ai_0 | 3 | 15.0 |
| sky130_fd_sc_hd__a21oi_1 | 9 | 45.0 |
| sky130_fd_sc_hd__nand3_1 | 5 | 25.0 |
| sky130_fd_sc_hd__ha_1 | 7 | 87.6 |
| sky130_fd_sc_hd__xor2_1 | 5 | 43.8 |
| sky130_fd_sc_hd__dfxtp_1 | 20 | 400 |
| sky130_fd_sc_hd__nand4_1 | 6 | 37.5 |
| sky130_fd_sc_hd__nor2_1 | 17 | 63.8 |
| sky130_fd_sc_hd__a21o_1 | 3 | 22.5 |
| sky130_fd_sc_hd__mux2i_1 | 5 | 50.1 |
| sky130_fd_sc_hd__clkbuf_1 | 4 | 15.0 |
[worst min path at each step]
| stage | startpoint | cells past startpoint | slack (ps) | to |
|---|---|---|---|---|
| 5_1_grt | k_count_carry | 2 | 530 | id_increment |
| 6_report | k_count_borrow | 2 | 490 | id_decrement |
| 4_1_cts | k_count_carry | 2 | 490 | id_increment |
[sequential cells by signal, summed over array words and instances (netlist names)]
name               cells
k_count                8
n_count                7
id_decrement           1
id_decrement_done      1
id_increment           1
id_increment_done      1
id_out                 1
k_count_borrow         1
k_count_carry          1
[area by class of cell]
| class | instances | area [um2] |
|---|---|---|
| Fill cell | 1088 | 8360 |
| Multi-Input combinational cell | 100 | 661 |
| Sequential cell | 22 | 460 |
| Tap cell | 133 | 166 |
| Clock buffer | 4 | 66.3 |
| Timing Repair Buffer | 5 | 47.5 |
| Inverter | 4 | 15.0 |
[per-layer routing]
layer | vias to the layer above | share of wire (%) | GRT usage [%]
met1 | 413 | 47 | 4.19
met4 | 0 | 2.4 | 0.754
met2 | 9 | 45 | 4.88
met5 | - | 0 | 0
met3 | 4 | 5.3 | 1.48
li1 | 479 | - | -
[worst min-delay path, delay by kind of cell, from the launching register on]
kind | cells | cell delay (ps)
muxes | 1 | 60
and+or+nand+nor | 1 | 70
DFF | 1 | 320
[cell families (layout without fill, tap and decap cells)]
family	Yosys count	count (layout)	share of synthesized area (%)
buffers and inverters	9	13	3.03
muxes	5	5	4.33
and+or+nand+nor	52	52	22.1
adders and majority gates	8	8	9.31
xor gates and xnor gates	9	9	6.82
AOI/OAI and AO/OA	26	26	14.6
DFF	22	22	39.8
[power breakdown]
part | internal (W) | switching [W] | leakage [nW] | total [W]
Combinational | 0.0000463 | 0.0000496 | 0.263 | 0.0000959
Clock | 0.0000835 | 0.0000577 | 0.0339 | 0.000141
Sequential | 0.000188 | 0.0000196 | 0.184 | 0.000208
Total | 0.000318 | 0.000127 | 0.481 | 0.000445
[through the flow]
step                area, um2  util, %  cells
global route             1420     14.5    268
finish                   1420     14.5    268
CTS                      1420     14.5    268
detailed placement       1350     13.8    264
floorplan                1160        -    131
global placement         1350     13.8    264
Power and IR drop assume default switching activity.
